<file path="/design/flow/run.sh">
#!/bin/bash
# OpenROAD 26Q1-2900-gdf79404cd8, Yosys 0.63+post, stock flow scripts
make -C /OpenROAD-flow-scripts/flow DESIGN_CONFIG=/design/flow/config.mk WORK_HOME=/design/flow/orfs finish
</file>
<file path="/design/flow/config.mk">
export PLATFORM = sky130hd
export DESIGN_NAME = convert_scancode
export DESIGN_NICKNAME = convert_scancode
export VERILOG_FILES = /design/flow/design.v
export SDC_FILE = /design/flow/constraint.sdc
export NUM_CORES = 4
export LEC_CHECK = 1
export CORE_AREA = 10 10 91 91
export DIE_AREA = 0 0 101 101
</file>
<file path="/design/flow/constraint.sdc">
current_design convert_scancode

set clk_period 1.2
set clk_io_pct 0.2

create_clock -name clk0 -period $clk_period [get_ports {clk}]

set non_clock_inputs [all_inputs -no_clocks]
set_input_delay [expr $clk_period * $clk_io_pct] -clock clk0 $non_clock_inputs
set_output_delay [expr $clk_period * $clk_io_pct] -clock clk0 [all_outputs]
</file>
<file path="/design/flow/design.v">
`timescale 1ns/1ps
module convert_scancode (
    input logic clk,
    input logic rst,
    input logic edge_found,
    input logic serial_data,  
    output logic valid_scan_code,
    output logic [7:0] scan_code_out  
    );
    logic [4:0] counter, counter_next;  
    logic [9:0] scan_code_temp, scan_code_temp_next;  
    logic valid_scan_code_temp;
    always_ff @(posedge clk or posedge rst) begin
        if (rst) begin  
            scan_code_temp <= '0;
            counter <= '0;
        end else begin  
            scan_code_temp <= scan_code_temp_next;
            counter <= counter_next;
        end
    end
    always_comb begin
        counter_next = counter;
        scan_code_temp_next = scan_code_temp;
        valid_scan_code_temp = 1'b0;
        if (counter == 4'd11) begin : counter_logic
            counter_next = '0;
            valid_scan_code_temp= 1'b1;
        end else begin
            valid_scan_code_temp = 1'b0;
        end
        if (edge_found) begin : shift_logic  
            scan_code_temp_next = {serial_data, scan_code_temp[9:1]};  
            counter_next = counter + 1;
        end
    end
    assign scan_code_out = scan_code_temp[7:0];
    assign valid_scan_code = valid_scan_code_temp;
endmodule
</file>
==> job_summary.md <==
## PnR job results

| Metric | Value |
|---|---|
| Outcome | finished with violations |
| Violations in the final reports | negative setup slack |
| Hold slack | 0.302 ns |
| Setup crit start kind | register |
| Minimum setup slack in the final design | -0.151 ns |
| Vias in the first global route | 460 |
| Max-cap viol count | 0 |
| IO buf count | 12 |
| Leak pwr | 0.439 nW |
| Slowest cell delay on critical path | 0.38 ns |
| Via count | 433 |
| Slack of the worst reg-to-reg path | -0.08 ns |
| Worst setup startpoint | counter[1]$_DFFE_PP0P_ |
| Final-layout fill cell count | 675 |
| Via/cell ratio | 2.89 |
| Final HPWL DP | 1.06 mm |
| Basic Gates by Area | 0.0686 |
| Unique cell types | 17 |
| Met2 track utilization from global routing | 0.0437 |
| Power density over cell area | 1910 nW/um^2 |
| Combinational cell fraction of total power | 0.383 |
| End of the worst register-to-register path | counter[0]$_DFFE_PP0P_ |
| Startpoint of the worst-slack reg-to-reg timing path | counter[1]$_DFFE_PP0P_ |
| Total power consumption of the routed design | 1.91 mW |
| Initial antenna violation count | 0 |
| Number of failing setup endpoints in the final timing report | 3 |
| Die width | 101 um |
| Initial DRT Pass Iterations | 4 |
| DRT antenna net count | 0 |
| Cell at the root of the clock tree | clkbuf_8 |
| Post-synth seq share | 0.542 |
| Fin. max-slew vios | 0 |
| Clock share of power | 0.210 |
| Yosys stat cell total | 50 |
| Routed WL per cell | 9.67 um |
| Worst hold path class | input pin to asynchronous set/reset pin |
| Startpoint-to-endpoint class of the critical path | register to output pin |
| Yosys synthesis chip area | 693 um^2 |
| Synthesis-stage register bit count | 15 |
| Clock sink count | 15 |
| Crit Path Max Fanout | 2 |
| Final antenna diode count | 0 |
| Multiplexer area fraction after synthesis | 0.184 |
| Die y size | 101 um |
| Peak ir drop on the vdd network | 0.00101 V |
| Transition time of the tightest slew-check pin | 0.201 ns |
| Achievable clock frequency | 0.740 GHz |
| CTS max path bufs | 2 |
| Share of total power consumed by net switching | 0.254 |
| Total die size | 10,200 um^2 |
| Share of layout cells above drive strength 1 | 0.493 |
| Initial Util | 0.109 |
| Fraction of the mapped netlist area in adder cells | 0.0181 |
| Arrival time of the worst setup path | 1.11 ns |
| IO Count | 13 |
| Dominant comb cell | multiplexers |
| Number of clock buffers inserted by TritonCTS | 3 |
| Number of warnings printed during yosys synthesis | 1 |
| Violation count after the first detailed-route iteration | 17 |
| Clock latency (worst-skew pair) | 0.24 ns |
| DRC Markers | 0 |
| Floorplan core area | 6350 um^2 |
| Unrepaired setup endpoints after global routing | yes |
| Finished Layout Cells | 150 |
| Final number of hold-violating endpoints | 0 |
| Worst-case reg-to-reg path depth | 5 |
| Synthesized cell area | 693 um^2 |
| Buf+Inv Stages, Crit Path | 1 |
| Worst-path clk slew | 0.06 ns |
| OpenROAD warning count | 27 |
| Net switching power | 0.485 mW |
| Gate count after technology mapping | 50 |
| Site Rows | 29 |
| Worst clock skew on the final layout | 0.00178 ns |
| Most Used Layer, Global Route | met2 |
| Stages on worst setup path | 3 |
| Maximum number of pins on one net before global-route repair | 18 |
| Congestion Overflow GR | 0 |
| Relative slew slack | 0.866 |
| TritonCTS clock tree | yes |
| Cell family contributing the most delay on the critical path | flip-flops |
| XORs/XNORs by Area | 0.0379 |
| Total internal power | 1.42 mW |
| Final core utilization | 0.157 |
| WP data required | 0.96 ns |
| Slowest stage cell on the critical path | dfrtp_1 |
| Maximum level of the CTS H-tree | 1 |
| CP cell instances | ha_2 -> and4bb_4 -> buf_2 |
| Ratio of final minimum period to clock period | 1.13 |
| Min cycle time layout | 1.35 ns |
| Sequential power share | 0.407 |
| Kind of capture point of the worst setup path | output pin |
| Worst Setup EP | valid_scan_code |
| Area added between synthesis and finish | 43.9% |
| Final estimated routing congestion in global placement | 0.635 |
| Instance count after placement with tap cells included | 138 |
| Overall global routing resource usage | 0.0297 |
| First-pass GRT wire length | 2.42 mm |
| GR Layer Usage met1 | 0.0389 |
| Syn Area/Cell | 13.9 um^2 |
| Total routed wirelength | 1.45 mm |
| AND-OR/OR-AND share of the synthesized area | 0.0217 |
| Met3 track demand over resource | 0.0159 |
[state kept, by name, indices dropped and copies added (netlist names)]
name            count
scan_code_temp     10
counter             5
[area by class of cell]
cell class | instances | area, um^2 | share of cell area
sequential | 15 | 375 | 0.376
timing repair buffer | 29 | 245 | 0.246
multi-input combinational | 24 | 231 | 0.232
tap | 77 | 96.3 | 0.0966
clock buffer | 4 | 45.0 | 0.0452
inverter | 1 | 3.75 | 0.00376
[tightest hold or removal path, delay by kind of cell]
kind | cells | cell delay (ns)
buffers and inverters | 3 | 0.67
[per-stage QoR]
stage / setup slack (ns) / TNS, ns / cell area [um^2]
2_1_floorplan: 0.0226 / 0 / 693
3_3_place_gp: -0.219 / -2.25 / 905
3_5_place_dp: -0.252 / -2.64 / 905
4_1_cts: -0.157 / -0.299 / 997
5_1_grt: -0.203 / -0.463 / 997
6_report: -0.151 / -0.294 / 997
[synth_stat cells, drive strengths merged]
| cell | count | area, um^2 |
|---|---|---|
| ha | 1 | 12.5 |
| o21ai | 1 | 5.00 |
| buf | 9 | 71.3 |
| clkbuf | 1 | 13.8 |
| a22o | 1 | 10.0 |
| mux2 | 11 | 128 |
| dfrtp | 15 | 375 |
| nand4 | 1 | 6.26 |
| nand3 | 1 | 5.00 |
| nand2b | 1 | 6.26 |
| nand2 | 2 | 7.51 |
| nor2 | 1 | 6.26 |
| and4bb | 1 | 16.3 |
| inv | 1 | 3.75 |
| xnor2 | 3 | 26.3 |
[kinds of logic after synthesis]
logic type | count (synthesis)
flops | 15
buf+inv | 11
mux | 11
simple gates | 7
xor+xnor | 3
compound gates | 2
fa+ha+maj | 1
[placed cells by master (no fill, tap or decap), drive strengths merged]
cell,n
a22o,1
and4bb,1
buf,18
clkbuf,4
clkdlybuf4s50,3
dfrtp,15
dlygate4sd2,8
ha,1
inv,1
mux2,11
nand2,2
nand2b,1
nand3,1
nand4,1
nor2,1
o21ai,1
xnor2,3
[power by group through the flow]
stage	sequential [mW]	combinational [mW]	clock [mW]
4_1_cts	0.777	0.751	0.418
6_report	0.777	0.731	0.400
5_1_grt	0.801	0.808	0.437
[how the worst min path moves through the flow]
stage	end	slack, ns	from	depth (start not counted)
after CTS	scan_code_temp[2]$_DFFE_PP0P_	0.30	rst	3
after global routing	scan_code_temp[0]$_DFFE_PP0P_	0.33	rst	3
final	scan_code_temp[2]$_DFFE_PP0P_	0.30	rst	3
[metal layers]
metal | up-vias | wire length, um
met2 | 12 | 653
met4 | 0 | 11
met5 | - | 0
li1 | 207 | -
met1 | 212 | 637
met3 | 2 | 146
[what timing repair did]
item | 4_1_cts | 5_1_grt
hold buffers | 0 | 0
pin swaps | 1 | 0
resized | 12 | 0
hold endpoints to repair | 0 | 0
setup endpoints to repair | 11 | 3
buffers inserted | 8 | 0
Power is estimated from default activity; no workload was simulated.
