**flow/config.mk**
```make
export PLATFORM = sky130hd
export DESIGN_NAME = keyboard_ctrl
export DESIGN_NICKNAME = keyboard_ctrl
export VERILOG_FILES = /design/flow/design.v
export SDC_FILE = /design/flow/constraint.sdc
export NUM_CORES = 4
export LEC_CHECK = 1
export CORE_UTILIZATION = 50
```
**flow/constraint.sdc**
```tcl
current_design keyboard_ctrl

set clk_period 3.0
set clk_io_pct 0.2

create_clock -name clk0 -period $clk_period [get_ports {clk}]

set non_clock_inputs [all_inputs -no_clocks]
set_input_delay [expr $clk_period * $clk_io_pct] -clock clk0 $non_clock_inputs
set_output_delay [expr $clk_period * $clk_io_pct] -clock clk0 [all_outputs]
```
**flow/design.v**
```verilog
`timescale 1ns/1ps
module keyboard_ctrl (
    input logic clk,
    input logic rst,
    input logic valid_code,
    input logic [7:0] scan_code_in,
    output logic [7:0] code_to_display,  
    output logic [3:0] seg_en
    );
    logic [7:0] scan_code_prev, scan_code_prev_next;
    logic [7:0] digit_0, digit_0_next;  
    logic [7:0] digit_1, digit_1_next;
    logic [7:0] digit_2, digit_2_next;
    logic [7:0] digit_3, digit_3_next;  
    logic [3:0] seg_en_temp, seg_en_temp_next;
    logic [7:0] code_to_display_temp;
    logic [15:0] counter, counter_next;  
    always_ff @(posedge clk or posedge rst) begin : blockName
        if (rst) begin
            digit_0 <= '0;
            digit_1 <= '0;
            digit_2 <= '0;
            digit_3 <= '0;
            seg_en_temp <= '0;
            scan_code_prev <= '0;
            counter <= 0;
        end else begin
            digit_0 <= digit_0_next;
            digit_1 <= digit_1_next;
            digit_2 <= digit_2_next;
            digit_3 <= digit_3_next;
            seg_en_temp <= seg_en_temp_next;
            scan_code_prev <= scan_code_prev_next;
            counter <= counter_next;
        end
    end
    always_comb begin
        digit_0_next = digit_0;
        digit_1_next = digit_1;
        digit_2_next = digit_2;
        digit_3_next = digit_3;
        seg_en_temp_next = seg_en_temp;
        counter_next = counter + 1;
        code_to_display_temp = '0;
        scan_code_prev_next = scan_code_prev;
        if (valid_code) begin
            if (scan_code_prev == 8'hF0) begin
                digit_3_next = digit_2;
                digit_2_next = digit_1;
                digit_1_next = digit_0;
                digit_0_next = scan_code_in;  
            end
            scan_code_prev_next = scan_code_in;  
        end
        if (counter == '0) begin
            if (seg_en_temp == 4'b0000) begin
                seg_en_temp_next = 4'b0001;  
            end else begin
                seg_en_temp_next = {seg_en_temp[2:0], seg_en_temp[3]};
            end
        end
        case (seg_en_temp)  
            4'b0001: code_to_display_temp = digit_0;
            4'b0010: code_to_display_temp = digit_1;
            4'b0100: code_to_display_temp = digit_2;
            4'b1000: code_to_display_temp = digit_3;
            default: code_to_display_temp = 8'h00;
        endcase
    end
    assign code_to_display = code_to_display_temp;
    assign seg_en = ~seg_en_temp;  
endmodule
```
**flow/run.sh**
```bash
#!/bin/bash
# OpenROAD 26Q1-2900-gdf79404cd8, Yosys 0.63+post, stock flow scripts
make -C /OpenROAD-flow-scripts/flow DESIGN_CONFIG=/design/flow/config.mk WORK_HOME=/design/flow/orfs finish
```
==> flow_summary_export.csv <==
group,metric,value,unit
run_status,status,"finished, final reports clean",
routing,drc_errors,0,
yosys,yosysChipArea,2850,sq um
worst_hold_path,whs_endpoint,"counter[15]$_DFF_PP0_",
final_timing,finalSetupTns,0,ns
critical_path,crit_arrival,2.18,ns
critical_path,slowest_stage,"dfrtp_1",
final_timing,tightest_slew,0.551,ns
floorplan,fp.dieH,77.5,microns
floorplan,die_x,77.5,microns
yosys,postSynthSeqShare,0.527,
critical_path,worstSetupPathType,"flop to primary output",
flow_run,warning_count,26,
critical_path,crit_required,2.40,ns
routing,routed_wirelength,4.76,mm
cts,clk_latency,0.32,ns
final_timing,setup_ws,0.217,ns
final_timing,grt_setup_unrepaired,"false",
routing,diodes,0,
cts,cts-resized-gates,0,
yosys,ys_warn_count,1,
cts,cts_tree,"built",
cts,cts.path.max_buffers,2,
routing,ant_nets,0,
layout,fill_cells,419,
global_route,grt_max_degree,37,
critical_path,cp_slowest_stage_delay,0.57,ns
global_route,grt.total_usage,0.187,
global_route,antenna_found_initial,0,
floorplan,core-area,5510,sq um
global_route,grt_pass1_wl,8.70,mm
place,post-place-ws,0.476,ns
final_timing,min_period,2.78,ns
final_timing,min_period_over_period,0.928,
critical_path,r2r-start,"scan_code_prev[6]$_DFFE_PP0P_",
worst_hold_path,hold_depth,1,
final_timing,finalClockSkew,0.00621,ns
cts,clock-sinks,60,
flow_run,drv_cap,0,
floorplan,io_pins,23,
layout,regArea,1500,sq um
worst_hold_path,hp-start,"counter[15]$_DFF_PP0_",
yosys,ys_types,29,
cts,clock-root-buffer,"clkbuf_8",
cts,ctsHtreeMaxLevel,3,
floorplan,dieArea,6000,sq um
critical_path,worst-path-max-fanout,10,
place,gp_congestion,0.872,
global_route,grt_overflow,0,
yosys,yosys_cells,210,
routing,via_per_inst,5.53,
layout,area_delta_synth_final,15.9,%
global_route,grt_pass1_vias,1784,
critical_path,r2r_end,"digit_2[3]$_DFFE_PP0P_",
critical_path,crit_path_start_kind,"flop",
final_timing,hold_violations,0,
floorplan,fp_util,0.517,
routing,firstDrtPassIters,4,
yosys,syn-instance-count,210,
floorplan,rows,27,
cts,numCtsBuffers,9,
worst_hold_path,hold_path.class,"flop to flop",
power,power.density,467,nW/um^2
layout,utilization,0.599,
cts,path_clk_slew,0.06,ns
routing,drtIter0Drc,107,
yosys,ys_seq_elements,60,
power,ir_drop,0.265,mV
yosys,synth_area_per_cell,13.6,sq um
layout,layout-drive-gt1-share,0.252,
cts,cts_hold_buf,0,
critical_path,ff2ff_setup_slack,1.35,ns
place,hpwl,3.36,mm
final_timing,fmax,359,MHz
critical_path,r2r.worst_path.cells,4,
layout,mostFrequentLayoutCells,"60 x dfrtp_1, 30 x mux2_4, 22 x clkdlybuf4s50_1",
cts,cts_setup_buffers,0,
place,port_buffers,22,
final_timing,setup_viol,0,
routing,wl_per_cell,15.2,microns
layout,layout_top_cell,"dfrtp_1",
critical_path,path_cells,"nor2b_1 -> buf_4 -> a22oi_1 -> o31ai_1 -> clkdlybuf4s50_1",
routing,num_vias,1737,
final_timing,slew_violations,0,
final_timing,max_slew_margin,0.632,
power,power_leakage,1.51,nW
critical_path,cp-end-kind,"primary output",
yosys,synth_area,2850,sq um
layout,logic_area,1220,sq um
==> layer usage <==
metal / up-vias / routed length [microns] / GRT usage / share of wire
li1: 826 / - / - / -
met4: 0 / 87 / 0.0302 / 0.018
met5: - / 0 / 0 / 0
met1: 859 / 2440 / 0.329 / 0.51
met2: 41 / 1990 / 0.255 / 0.42
met3: 11 / 241 / 0.0370 / 0.051
==> through the flow <==
stage / cells / hold slack [ns] / instance area [sq um] / power [mW]
after floorplan: 210 / 0.443 / 2850 / 0.906
after global placement: 298 / 0.471 / 3130 / 0.954
after detailed placement: 298 / 0.466 / 3130 / 0.957
after CTS: 314 / 0.477 / 3290 / 1.56
after global routing: 314 / 0.491 / 3300 / 1.62
final: 314 / 0.477 / 3300 / 1.54
==> critical path, delay by kind of cell, from the launching register on <==
kind	cells	cell delay (ns)
buf+inv	2	0.68
flops	1	0.57
compound gates	2	0.33
simple gates	1	0.28
==> Yosys cell counts <==
cell      number  area share
dfrtp_1       60        0.53
mux2_4        30        0.16
a22oi_1       13       0.034
inv_1         10       0.013
mux2_2        10       0.040
xor2_1         9       0.028
nand4_1        8       0.018
nand3_1        7       0.012
nor3_1         7       0.012
o31ai_1        7       0.018
mux2i_1        5       0.018
nor4_1         5       0.011
xnor2_1        5       0.015
clkbuf_1       4      0.0053
nand2_1        4      0.0053
nor2_1         4      0.0053
buf_12         3       0.021
nor4b_1        3      0.0092
buf_6          2      0.0079
ha_1           2      0.0088
nand3b_1       2      0.0053
nor2b_1        2      0.0044
nor4bb_1       2      0.0070
a211o_1        1      0.0031
a21oi_1        1      0.0018
buf_1          1      0.0013
buf_2          1      0.0018
buf_4          1      0.0026
nor4b_2        1      0.0053
==> registers in the layout, indices dropped and copies added (netlist names) <==
name and cells:
seg_en_temp 4, scan_code_prev 8, digit_1 8, digit_0 8, digit_3 8, counter 16
digit_2 8
==> report_power, final <==
part / switching (mW) / internal [mW] / total [mW]
sequential: 0.0156 / 0.830 / 0.845
combinational: 0.0335 / 0.0614 / 0.0949
clock: 0.279 / 0.321 / 0.600
==> cell type report <==
| cell class | instances | share of cell area |
|---|---|---|
| well taps | 72 | 0.0273 |
| clock buffers | 14 | 0.0462 |
| inverters | 10 | 0.0114 |
| clock inverters | 2 | 0.00303 |
| multi-input cells | 128 | 0.369 |
| flip-flops and latches | 60 | 0.455 |
| repair buffers | 28 | 0.0879 |
==> worst max-delay path by stage <==
stage                     startpoint                  to  slack [ns]  cells past startpoint
4_1_cts   seg_en_temp[0]$_DFFE_PP0N_  code_to_display[0]        0.11                      4
5_1_grt   seg_en_temp[2]$_DFFE_PP0N_  code_to_display[1]        0.06                      5
6_report  seg_en_temp[2]$_DFFE_PP0N_  code_to_display[2]        0.22                      5
==> logic make-up (layout without fill, tap and decap cells) <==
kind of cell,after synthesis,count (layout),share of synthesized area
DFF,60,60,0.527
xor gates and xnor gates,14,14,0.0431
buffers and inverters,22,54,0.0532
and+or+nand+nor,45,45,0.0949
muxes,45,45,0.215
AOI/OAI and AO/OA,22,22,0.0576
adders and majority gates,2,2,0.00879
No activity file was given, so power comes from the tool's default toggle rates.
