==> /design/flow/run.sh <==
#!/bin/bash
# OpenROAD 26Q1-2900-gdf79404cd8, Yosys 0.63+post, stock flow scripts
make -C /OpenROAD-flow-scripts/flow DESIGN_CONFIG=/design/flow/config.mk WORK_HOME=/design/flow/orfs finish
==> /design/flow/config.mk <==
export PLATFORM = sky130hd
export DESIGN_NAME = sequence_detector_top
export DESIGN_NICKNAME = sequence_detector_top
export VERILOG_FILES = /design/flow/design.v
export SDC_FILE = /design/flow/constraint.sdc
export NUM_CORES = 4
export LEC_CHECK = 1
export CORE_AREA = 10 10 70 70
export DIE_AREA = 0 0 80 80
==> /design/flow/constraint.sdc <==
current_design sequence_detector_top

set clk_period 1.6
set clk_io_pct 0.2

create_clock -name clk0 -period $clk_period [get_ports {clk}]

set non_clock_inputs [all_inputs -no_clocks]
set_input_delay [expr $clk_period * $clk_io_pct] -clock clk0 $non_clock_inputs
set_output_delay [expr $clk_period * $clk_io_pct] -clock clk0 [all_outputs]
==> /design/flow/design.v <==
`timescale 1ns/1ps
module par2ser (
    input logic clk,
    input logic reset_n,
    input logic [3:0] data_parallel,
    output logic data_serial
);
    logic [3:0] sample_shifter, sample_shifter_next;
    logic [1:0] counter, counter_next;
    logic serial;
    always_ff @(posedge clk or negedge reset_n) begin : registers
        if (!reset_n) begin
            sample_shifter <= '0;
            counter <= '0;
        end else begin
            sample_shifter <= sample_shifter_next;
            counter <= counter_next;
        end
    end
    assign data_serial = serial;
    always_comb begin : combinational_shifter
        sample_shifter_next = sample_shifter;
        counter_next = counter;
        if (counter == '0) begin
            sample_shifter_next = data_parallel;  
        end else begin
            sample_shifter_next = {1'b0, sample_shifter[3:1]};  
        end
        serial = sample_shifter[0];    
        counter_next = counter + 1;
    end
endmodule
`timescale 1ns/1ps
module sequence_detector_mealy (
    input logic clk,
    input logic reset_n,
    input logic data_serial,
    input logic data_valid,
    output logic data_out
    );
    typedef enum {s_init, s_0, s_01, s_010} state_type;
    state_type state_current, state_next;
    logic detected;
    always_ff @(posedge clk or negedge reset_n) begin : registers
        if (!reset_n) begin
            state_current <= s_init;
        end else begin
            state_current <= state_next;
        end
    end
    always_comb begin : combinational
        state_next = state_current;
        detected = 0;
        case (state_current)
            s_init : begin  
                if (data_serial == 1) begin
                    state_next = s_init;
                end else begin
                    state_next = s_0;
                end
            end
            s_0 : begin  
                if (data_serial == 0) begin
                    state_next = s_0;
                end else begin
                    state_next = s_01;
                end
            end
            s_01 : begin  
                if (data_serial == 0) begin
                    state_next = s_010;
                end else begin
                    state_next = s_init;
                end
            end
            s_010 : begin  
                if (data_serial == 0) begin
                    detected = 1;  
                    state_next = s_0;
                end else begin
                    state_next = s_01;
                end
            end
            default : state_next = s_init;  
        endcase
    end
    assign data_out = detected;
endmodule
`timescale 1ns/1ps
module sequence_detector_moore (
    input logic clk,
    input logic reset_n,
    input logic data_serial,
    input logic data_valid,
    output logic data_out
    );
    typedef enum {s_init, s_0, s_01, s_010, s_0100} state_type;
    state_type state_current, state_next;
    logic detected;
    always_ff @(posedge clk or negedge reset_n) begin : registers
        if (!reset_n) begin
            state_current <= s_init;
        end else begin
            state_current <= state_next;
        end
    end
    always_comb begin : combinational
        state_next = state_current;
        detected = 0;
        case (state_current)
            s_init : begin
                if (data_serial == 1) begin
                    state_next = s_init;
                end else begin
                    state_next = s_0;
                end
            end
            s_0 : begin
                if (data_serial == 0) begin
                    state_next = s_0;
                end else begin
                    state_next = s_01;
                end
            end
            s_01 : begin
                if (data_serial == 0) begin
                    state_next = s_010;
                end else begin
                    state_next = s_init;
                end
            end
            s_010 : begin
                if (data_serial == 0) begin
                    state_next = s_0100;
                end else begin
                    state_next = s_01;
                end
            end
            s_0100 : begin
                detected = 1;  
                if (data_serial == 0) begin
                    state_next = s_0;
                end else begin
                    state_next = s_01;
                end
            end
            default : state_next = s_init;  
        endcase
    end
    assign data_out = detected;
endmodule
`timescale 1ns/1ps
module sequence_detector_top (
    input logic clk,
    input logic reset_n,
    input logic [3:0] bit_stream,
    input logic data_valid,
    output logic moore_detected,
    output logic mealy_detected
    );
    logic data_serial;
    par2ser p2s_conv (
        .clk(clk),
        .reset_n(reset_n),
        .data_parallel(bit_stream),
        .data_serial(data_serial)
        );
    sequence_detector_moore uut_moore (
        .clk(clk),
        .reset_n(reset_n),
        .data_serial(data_serial),
        .data_valid(data_valid),
        .data_out(moore_detected)
        );
    sequence_detector_mealy uut_mealy (
        .clk(clk),
        .reset_n(reset_n),
        .data_serial(data_serial),
        .data_valid(data_valid),
        .data_out(mealy_detected)
        );
endmodule
==> Slide: Implementation Results <==
Flow Results at a Glance

Outcome
  • Status: completed

Yosys
  • Synth cell types: 12
  • Ys Warns: 3
  • YS chip area: 518 um2
  • XOR-XNOR Cells, Area Fraction: 0%
  • Top cells by area: dfrtp_1 63%, dfstp_2 10%, mux2_1 6.5%
  • Adders+Majority by Area: 2.42%
  • Yosys aoi share: 6.04%
  • Synthesized cell area: 518 um2
  • Yosys top cell by area: dfrtp_1
  • FFs w/ async S/R, synth: 100%
  • Area share, top type: 62.8%
  • Synth flops: 15
  • Mapped Avg Cell Area: 14.8 um2
  • Ys flop type: dfrtp_1
  • Synthesized instance count: 35
  • Post-synth top cells: 13 x dfrtp_1, 4 x nor2b_1, 3 x mux2_1, 3 x o21a_1
  • Mux share: 6.52%
  • Cells in synth_stat.txt: 35
  • Most frequent cell after synthesis: dfrtp_1
  • Seq share, synth: 72.9%
  • Top non-seq family: simple AND/OR/NAND/NOR gates
  • Simple-Gate Area Share: 9.66%
  • EDFF count, synth: 0

Detailed routing
  • Met3 wire length: 81 um
  • DR iter-0 viols: 23
  • Drt total wl: 763 um
  • Met2 routed WL: 276 um
  • ANT cells: 0
  • Via count: 290
  • DRC viols: 0
  • Vias per Instance: 3.09
  • ANT nets after route: 0
  • Top sig layer: met4
  • Wire per inst: 8.12 um
  • M1 wire length: 399 um
  • Initial DRT Pass Iterations: 2

Pwr
  • Clock Power Share: 33.4%
  • PwrDens: 889 mW/mm2
  • Pwr Total: 0.616 mW
  • Leakage: 0.327 nW
  • Switching Share: 20.5%
  • Sequential share of power: 61.9%
  • Peak supply drop: 0.348 mV
  • Net switching power: 0.126 mW
  • Share of power burned in combinational logic: 4.7%
  • Int Pwr: 0.490 mW

GRT
  • First-pass GRT wire length: 1260 um
  • GR Overflow Total: 0
  • Vias in the first global route: 300
  • GRT Util Overall: 2.45%
  • Pin count of the biggest net entering global routing: 16
  • Initial antenna violation count: 0

Critical path
  • Crit-path max FO: 3
  • Worst Path Required: 1280 ps
  • CP Depth: 1
  • Crit. End Element: output port
  • Cells along the critical path: clkdlybuf4s50_1
  • Delay-heaviest family, CP: buffers and inverters
  • Reg2Reg Depth: 3
  • Worst path slowest cell: clkdlybuf4s50_1
  • WP buf/inv: 1
  • Slowest stage delay, CP: 470 ps
  • CP Data Arrival Time: 1130 ps
  • Setup Crit Path Kind: reg -> out
  • Startpoint Class: register

Min path
  • Hold crit path type: in -> async

Placement
  • Place WS: 311 ps
  • HPWL after detailed placement: 573 um
  • Cells after DPL: 89
  • Port bufs: 7
  • Gpl congestion: 0.634

STA
  • Worst Max-Slew Pin Slew: 171 ps
  • Cycle use final: 90.9%
  • Min Clock Period, post-route: 1450 ps
  • Max transition margin: 88.5%
  • Fmax: 687 MHz
  • Final setup violation count: 0
  • Setup Skew: 7.77 ps
  • Slew Viols, Final: 0
  • Final hold viol count: 0
  • Final critical-path setup slack: 145 ps
  • Setup TNS: 0 ps
  • Unrepaired setup endpoints after global routing: false

Clocking
  • Htree depth: 1
  • Late-Pin Clk Latency: 280 ps
  • TritonCTS clock tree: done
  • Sink Count: 15
  • TritonCTS Buffers: 3
  • Deepest clock path buffer count: 2
  • Root buffer cell: clkbuf_4
  • Clock-pin slew on the worst setup and hold paths: 90 ps

Floorplan
  • Core area: 0.00342 mm2
  • Init Core Util: 15.2%
  • Die Width: 80 um
  • DIE HEIGHT: 80 um
  • Die area: 0.00640 mm2
  • IO Pins: 9
  • Row Count: 21

Cells and area
  • Register area: 378 um2
  • # fillers: 376
  • Layout cells sized above 1: 20.8%
  • Synth-to-layout area growth: 33.8%
  • Logic cell area: 128 um2
  • Non-Filler Instances: 94

Job
  • Max-cap violations: 0
  • Tool warning count: 26
-- layout make-up --
cell class / count / share of cell area [%]
sequential: 15 / 54.5
multi-input combinational: 17 / 18.4
timing repair buffer: 10 / 13.7
tap: 46 / 8.30
clock buffer: 3 / 3.25
inverter: 2 / 1.08
clock inverter: 1 / 0.722
-- worst paths after layout --
path                                                           start  slack (ps)                              endpoint
worst max-delay path            uut_moore.state_current[1]$_DFF_PN0_         150                        moore_detected
worst min-delay path                                         reset_n         350  uut_mealy.state_current[3]$_DFF_PN0_
worst max register to register         p2s_conv.counter[0]$_DFF_PN0_         470  p2s_conv.sample_shifter[1]$_DFF_PN0_
worst min register to register         p2s_conv.counter[0]$_DFF_PN0_         420         p2s_conv.counter[0]$_DFF_PN0_
max in group asynchronous                                    reset_n        1020  uut_moore.state_current[0]$_DFF_PN1_
min in group clk0                      p2s_conv.counter[0]$_DFF_PN0_         420         p2s_conv.counter[0]$_DFF_PN0_
-- stage by stage --
stage          area [um2]  hold slack, ps  util [%]
2_1_floorplan         518            24.4         -
3_3_place_gp          656             399      19.2
6_report              693             345      20.3
3_5_place_dp          656             400      19.2
5_1_grt               693             371      20.3
4_1_cts               691             346      20.2
-- power by group through the flow --
stage	combinational, mW	clock (mW)	sequential, mW
after global routing	0.0325	0.230	0.382
after CTS	0.0302	0.218	0.382
final	0.0290	0.206	0.382
-- timing repair --
item | 4_1_cts | 5_1_grt
endpoints found under the setup margin | 1 | 1
hold buffers | 0 | 0
cloned | 0 | 0
resized | 0 | 1
setup buffers | 1 | 0
-- placed cells by master (no fill, tap or decap), types with 2 or more instances in the layout --
cell type	n
mux2_1	3
inv_1	2
clkdlybuf4s50_1	6
dfrtp_1	13
nor3_1	2
buf_4	3
nor2_1	2
nor2b_1	4
o21a_1	3
dfstp_2	2
clkbuf_4	3
-- state kept, by name (all words and copies together), names as in the netlist --
register,count
uut_moore.state_current,5
p2s_conv.sample_shifter,4
uut_mealy.state_current,4
p2s_conv.counter,2
-- per-layer routing --
metal | vias up | global-route usage [%]
met1 | 138 | 3.62
met5 | - | 0
li1 | 139 | -
met3 | 2 | 1.93
met2 | 11 | 2.65
met4 | 0 | 0.352
-- kinds of logic after synthesis --
kind of cell               after synthesis
adders and majority gates                1
and+or+nand+nor                          9
DFF                                     15
AOI/OAI and AO/OA                        4
buffers and inverters                    3
muxes                                    3
Power and IR drop assume default switching activity.
